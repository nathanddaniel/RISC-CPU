$ cat flow/design.v
module Seven_Seg_Display_Out (
    input clk,
    input [3:0] data,
    output reg [7:0] output_seg 
);
always @(negedge clk) begin
    case (data)
        4'b0000: output_seg <= 8'b11000000;  
        4'b0001: output_seg <= 8'b11111001;  
        4'b0010: output_seg <= 8'b10100100;  
        4'b0011: output_seg <= 8'b10110000;  
        4'b0100: output_seg <= 8'b10011001;  
        4'b0101: output_seg <= 8'b10010010;  
        4'b0110: output_seg <= 8'b10000010;  
        4'b0111: output_seg <= 8'b11111000;  
        4'b1000: output_seg <= 8'b10000000;  
        4'b1001: output_seg <= 8'b10010000;  
        4'b1010: output_seg <= 8'b10001000;  
        4'b1011: output_seg <= 8'b10000011;  
        4'b1100: output_seg <= 8'b11000110;  
        4'b1101: output_seg <= 8'b10100001;  
        4'b1110: output_seg <= 8'b10000110;  
        4'b1111: output_seg <= 8'b10001110;  
        default: output_seg <= 8'b11111111;  
    endcase
end
endmodule
$ cat flow/run.sh
#!/bin/bash
# OpenROAD 26Q1-2900-gdf79404cd8, Yosys 0.63+post, stock flow scripts
make -C /OpenROAD-flow-scripts/flow DESIGN_CONFIG=/design/flow/config.mk WORK_HOME=/design/flow/orfs finish
$ cat flow/config.mk
export PLATFORM = sky130hd
export DESIGN_NAME = Seven_Seg_Display_Out
export DESIGN_NICKNAME = Seven_Seg_Display_Out
export VERILOG_FILES = /design/flow/design.v
export SDC_FILE = /design/flow/constraint.sdc
export NUM_CORES = 4
export LEC_CHECK = 1
export CORE_AREA = 10 10 70 70
export DIE_AREA = 0 0 80 80
$ cat flow/constraint.sdc
current_design Seven_Seg_Display_Out

set clk_period 1.4
set clk_io_pct 0.2

create_clock -name clk0 -period $clk_period [get_ports {clk}]

set non_clock_inputs [all_inputs -no_clocks]
set_input_delay [expr $clk_period * $clk_io_pct] -clock clk0 $non_clock_inputs
set_output_delay [expr $clk_period * $clk_io_pct] -clock clk0 [all_outputs]
==> flow_summary.yaml <==
# flow metrics
yosys:
  synth_cells: 42
  ys.flops: 7
  largest_area_cell: "dfxtp_1"
  synth-edff-count: 0
  topCellsByArea: "dfxtp_1 33%, ha_1 20%, mux2i_1 9.3%, mux4_1 6.1%, nor2_1 4.4%"
  ys_cells: 42
  ys_seq_frac: 0.326
  synth_area_um2: 430
  synth_cell_types: 18
  synthTopCellsByCount: "7 x dfxtp_1, 7 x ha_1, 5 x nor2_1"
  ys_area_um2: 430
  syn_area_per_cell_um2: 10.2
  synth-main-ff-cell: "dfxtp_1"
  ys.warnings.count: 1
  top_area_frac: 0.326
  ys_async_sr_fraction: 0
power_and_ir_drop:
  p_leak_nw: 0.390
  clockPowerShare: 0.392
  p_per_area_mw_per_mm2: 786
  p_switching_mw: 0.184
  p_sw_frac: 0.293
  p_int_mw: 0.444
  power_frac_comb: 0.252
  total_power_mw: 0.628
  ir_drop_mv: 0.188
  seq_power_share: 0.355
clock_network:
  ctsHoldBuffers: 0
  htreeDepth: 1
  cts_tree: "done"
  clk_pin_slew_ps: 30
  cts.sinks: 7
  clockBufferDepth: 2
  root_buffer: "clkbuf_4"
  numCtsBuffers: 3
finish:
  fill_cells: 374
  utilization: 0.234
  regMostFlops: "output_seg"
  drive_above_1_share: 0.534
  largest_reg_flops: 7
  reg_top3: "output_seg x7"
  area_growth_pct: 85.8
  combGateArea_um2: 304
  regArea_um2: 140
  fin_area_um2: 800
detailed_routing:
  routedWlPerCell_um: 8.35
  diodes: 0
  drtAntennaViolNets: 0
  drc_errors: 0
  drtIter0Drc: 20
  wl_um: 994
  dr.pass1.iters: 3
  vias_per_cell: 3.09
  wl_met1_um: 471
  vias: 368
  met3_length_um: 113
  met2_length_um: 382
  highest_layer: "met4"
worst_setup_path:
  end_kind: "output pin"
  cp_slowest_cell: "dfxtp_1"
  critPathLaunchType: "flop"
  critical_path_required_ps: 1120
  cp_top_family: "flip-flops"
  cp.arrival_ps: 1400
  cp.buffers_inverters: 1
  crit_fanout: 1
  slowest_delay_ps: 290
  cp_cell_sequence: "buf_2"
  critPathKind: "reg -> out"
grt:
  grtUsageTotal: 0.0277
  grt_first_pass_wirelength_um: 1510
  antenna_found_initial: 0
  grt_max_degree: 8
  grt.overflow.total: 0
  grt_pass1_vias: 382
sta:
  slew_viol_final: 0
  hold_violations: 0
  setup_slack_ps: -279
  setup-violations-final: 14
  grt_setup_unrepaired: "true"
floorplanning:
  die_area_mm2: 0.00640
  rows: 21
  fp.dieH_um: 80
  die_w_um: 80
  ios: 13
  fp_util: 0.126
  coreArea_mm2: 0.00342
placement:
  place_area_um2: 703
  gp_congestion: 0.823
  io_buffers: 11
  dp_hpwl_um: 747
status:
  status: "complete, but fails checks"
  violations: "setup timing"
worst_hold_path:
  min_path_type: "in -> reg"
job:
  warnings: 41
  maxCapViolCount: 0
-- kinds of logic after synthesis --
kind of cell,after synthesis,synth area share
multiplexers,6,0.180
adder cells (fa/ha/maj),7,0.203
other,1,0.00871
flip-flops,7,0.326
AND-OR/OR-AND,6,0.0988
buffers and inverters,7,0.0901
AND/OR/NAND/NOR,8,0.0930
-- per-stage QoR --
step           TNS (ps)  instances  worst slack (ps)  hold slack, ps
6_report          -3170        119              -279            1080
5_1_grt           -3520        119              -328            1080
4_1_cts           -3950        119              -390            1170
3_5_place_dp      -9000        105             -1130            1660
3_3_place_gp      -8930        105             -1130            1660
2_1_floorplan     -1760         42              -424            1130
-- area by class of cell --
| class | instances | share of cell area |
|---|---|---|
| multi-input combinational | 28 | 0.380 |
| timing repair buffer | 24 | 0.261 |
| sequential | 7 | 0.175 |
| tap | 46 | 0.0720 |
| inverter | 3 | 0.0454 |
| clock inverter | 8 | 0.0376 |
| clock buffer | 3 | 0.0282 |
-- timing repair --
item,in CTS,in global routing
setup endpoints to repair,14,14
setup buffers,4,2
gates resized,41,13
gates cloned,0,0
endpoints found under the hold margin,0,0
pin swaps,4,6
-- power by group through the flow --
| stage | Sequential (mW) | Combinational [mW] | Clock (mW) |
|---|---|---|---|
| final | 0.223 | 0.159 | 0.247 |
| after CTS | 0.223 | 0.151 | 0.256 |
| after global routing | 0.225 | 0.176 | 0.288 |
-- worst paths after layout --
kind | from | cells past startpoint | to
max | output_seg[2] | 1 | output_seg[2]
min | data[3] | 2 | output_seg[3]
-- per-layer routing --
layer | up-vias | global-route usage
li1 | 199 | -
met1 | 152 | 0.0372
met2 | 14 | 0.0329
met3 | 3 | 0.0159
met4 | 0 | 0.0158
met5 | - | 0
-- cell usage in the layout (no fill, tap or decap), types with 2 or more instances in the layout --
cell,instances
ha_4,4
buf_6,4
buf_12,2
dfxtp_1,7
buf_2,8
a22o_1,2
ha_2,2
buf_4,8
inv_1,8
mux2i_1,4
inv_12,2
clkbuf_4,3
nor2_1,5
o21ai_1,2
Power figures rest on the tool's default switching activity, not on a simulated workload.
